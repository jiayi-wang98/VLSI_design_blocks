**flow/run.sh**
```bash
#!/bin/bash
# OpenROAD 26Q1-2900-gdf79404cd8, Yosys 0.63+post, stock flow scripts
make -C /OpenROAD-flow-scripts/flow DESIGN_CONFIG=/design/flow/config.mk WORK_HOME=/design/flow/orfs finish
```
**flow/config.mk**
```make
export PLATFORM = sky130hd
export DESIGN_NAME = arbiter_circle
export DESIGN_NICKNAME = arbiter_circle
export VERILOG_FILES = /design/flow/design.v
export SDC_FILE = /design/flow/constraint.sdc
export NUM_CORES = 4
export LEC_CHECK = 1
export CORE_UTILIZATION = 30
```
**flow/constraint.sdc**
```tcl
current_design arbiter_circle

set clk_period 6.3
set clk_io_pct 0.2

create_clock -name clk0 -period $clk_period [get_ports {clk}]

set non_clock_inputs [all_inputs -no_clocks]
set_input_delay [expr $clk_period * $clk_io_pct] -clock clk0 $non_clock_inputs
set_output_delay [expr $clk_period * $clk_io_pct] -clock clk0 [all_outputs]
```
**flow/design.v**
```verilog
`timescale 1ns/10ps
module arbiter_circle(input logic clk,rst_n,
		input logic [3:0] req,
		output logic [3:0] gnt);
	logic [1:0]state,next_state;
	logic [3:0]gnt_out;
	logic [15:0]priority_seq;
	logic en;
	assign en=(state==2'b01)?1'b1:1'b0;
	always_ff@(posedge clk,negedge rst_n) begin
		if(~rst_n) state<=2'b00;
		else state<=next_state;
	end
	always_ff@(posedge clk,negedge rst_n) begin
		if(~rst_n) gnt<=4'b0000;
		else gnt<=(next_state==2'b01)?gnt_out:4'b0000;
	end
	always_comb begin
		if(state==2'b00) 
			if(|req) next_state=2'b01;
			else next_state=2'b00;
		else next_state=state+1'b1;
	end
	priority_register r0(.clk(clk),.rst_n(rst_n),.enabled(en),.gnt(gnt_out),.priority_seq(priority_seq));
	priority_decoder d0(.req(req),.seq(priority_seq),.gnt(gnt_out));
endmodule
module arbiter_circle_tb;
logic clk,rst_n;
logic [3:0] req,gnt;
always #5 clk=~clk;
arbiter_circle dut(clk,rst_n,req,gnt);
initial begin
	clk<=1'b0;
	rst_n<=1'b0;
	req<=4'b0000;
	#10 rst_n<=1'b1;
	#10 req<=4'b0001;
	#15 req<=4'b0000;
	#25 req<=4'b1000;
	#15 req<=4'b0010;
	#20 req<=4'b0000;
	#20 req<=4'b1111;
	#30;
end
endmodule
module priority_register(input logic clk,rst_n,enabled,
			input logic [3:0] gnt,
			output logic [15:0] priority_seq);
	logic [2:0] en;
	always_comb begin
		if (gnt==priority_seq[3:0]) en=3'b111;
		else if (gnt==priority_seq[7:4]) en=3'b110;
		else if (gnt==priority_seq[11:8]) en=3'b100;
		else en=3'b000;
	end
	always_ff@(posedge clk, negedge rst_n)begin
		if(~rst_n) begin
			priority_seq<=16'b1000_0100_0010_0001;  
		end else if (enabled) begin
			priority_seq[3:0]<=en[0]?priority_seq[7:4]:priority_seq[3:0];
			priority_seq[7:4]<=en[1]?priority_seq[11:8]:priority_seq[7:4];
			priority_seq[11:8]<=en[2]?priority_seq[15:12]:priority_seq[11:8];
			priority_seq[15:12]<=gnt;		
		end
	end
endmodule
module priority_decoder(input logic [3:0] req,
			input logic [15:0] seq,
			output logic [3:0] gnt);
	always_comb begin
		if ((seq[3:0]&req)!=4'd0) gnt=seq[3:0];
		else if ((seq[7:4]&req)!=4'd0) gnt=seq[7:4];
		else if ((seq[11:8]&req)!=4'd0) gnt=seq[11:8];
		else if ((seq[15:12]&req)!=4'd0) gnt=seq[15:12];
		else gnt=4'b0000;
	end
endmodule
```
==> deck_impl_summary.md <==
Flow Results at a Glance

Timing
  • Slew of the pin with the lowest slew margin: 0.817 ns
  • Endpoints failing hold: 0
  • Final setup fails: 0
  • Min cycle time layout: 4.24 ns
  • Fin crit share: 0.673
  • Rel. slew slack: 0.455
  • Fmax: 236 MHz
  • RSZ-0062 raised after global routing: no
  • Min Hold Slack: 0.515 ns
  • Clock skew: 0.00502 ns
  • Setup_tns: 0 ns
  • Max Slew Vio Count: 0

Die
  • Starting density of the core: 0.310
  • Die width: 74.7 um
  • Core Footprint: 0.00511 mm^2
  • Cell Rows: 26
  • # IOs: 10
  • Die Y: 74.7 um
  • Chip area: 0.00557 mm^2

Yosys
  • Distinct lib cells used: 51
  • Most common cell in the netlist: dfrtp_1
  • Top cells by area: dfrtp_1 28%, dfstp_2 6.6%, mux2i_1 5.1%
  • Top-area cell type share of the netlist area: 0.284
  • Seq share, synth: 0.351
  • Syn Inst Count: 177
  • Flip-flops with a built-in enable: 0
  • Mapped cell area: 0.00158 mm^2
  • Synth warn: 3
  • Async set-reset flop share out of synthesis: 1.00
  • Largest area contributor in the netlist: dfrtp_1
  • Ys flops: 22
  • Chip Area, Yosys: 0.00158 mm^2
  • Avg Inst Size Synth: 8.95 um^2
  • Yosys cell count: 177
  • Main flop type: dfrtp_1
  • Top cells by count: 18 x dfrtp_1, 14 x a21oi_1, 14 x inv_1

Critical path
  • Reg2reg end: r0.priority_seq[9]$_DFFE_PN0P_
  • Crit path max fanout: 8
  • Worst Setup Start Kind: input port
  • R2R cell count: 8
  • Nature of the critical path endpoint: register
  • Crit Path Class: input port to register
  • Worst EP required: 6.45 ns
  • Critical Path Source: req[3]
  • R2R Setup Slk: 3.14 ns
  • Crit path to: r0.priority_seq[9]$_DFFE_PN0P_
  • CP arrival: 4.39 ns
  • Critical R2R Launch: r0.priority_seq[11]$_DFFE_PN0P_

Global routing
  • Number of global-route vias before repair: 1240
  • All-Layer GR Usage: 0.147
  • Initial antenna violation count: 0
  • First-pass GRT wire length: 6140 um
  • Grt ovf: 0
  • Largest net degree at the start of global routing: 23

Routing
  • Via density: 5.38
  • Routed Wire Length: 3730 um
  • DRT antenna net count: 0
  • DR DRC count: 0
  • First-pass DRT Iterations: 4
  • Initial DRC Count: 123
  • Total number of vias: 1333
  • Wire per inst: 15.0 um
  • Diode count: 0

Layout
  • Fin cells: 248
  • Area grow syn2layout: 11.5%
  • Final core utilization: 0.346
  • Share of post-route cells with drive strength above 1: 0.146

Clocking
  • Setup repair bufs after CTS: 0
  • Clk sink count: 22
  • CTS tree: yes
  • Cts repair resizes: 0
  • CTS max path bufs: 2
  • Hold buffers post-CTS: 0
  • Clk latency late pin: 0.26 ns
  • TritonCTS buffer count: 3
  • Reg clk slew, reported paths: 0.08 ns
  • CTS H-tree depth: 1
  • Clk Tree Root Cell: clkbuf_8

Power
  • Pleak: 0.000716 uW
  • Peak VDD IR: 158 uV
  • Total Power: 1010 uW
  • Cell Pwr Density: 574 mW/mm^2

Placement
  • Dpl hpwl: 2710 um
  • Number of port buffers: 9
  • Final RePlAce weighted congestion: 0.940
  • Placed cells: 244

Hold path
  • Hold Crit Class: register to register
  • Hold Path Cell Cnt: 1

Job
  • Max-cap viol count: 0
  • OpenROAD warning count: 26

Status
  • Status: complete, no violations
flip-flops by register name (all words and copies together) (netlist names):
signal / flops
r0.priority_seq: 16
gnt: 4
state: 2
per-stage QoR:
step,setup slack [ns],area (um^2)
floorplan,2.72,1580
global placement,1.89,1710
detailed placement,1.83,1710
CTS,2.11,1770
global route,1.85,1770
finish,2.06,1770
cells by family after synthesis:
logic type,after synthesis,share of synthesized area
and+or+nand+nor,45,0.134
xor gates and xnor gates,8,0.0442
AOI/OAI and AO/OA,57,0.282
buffers and inverters,29,0.0798
DFF,22,0.351
muxes,14,0.0932
adders and majority gates,2,0.0158
cell type report:
cell class	count	area, um^2
clock buffer	4	55.1
sequential	22	556
tap	70	87.6
fill	522	3340
timing repair buffer	12	113
inverter	14	52.6
multi-input combinational	126	902
worst min path at each step:
stage	start	endpoint	slack (ns)
CTS	state[0]$_DFF_PN0_	state[0]$_DFF_PN0_	0.52
global route	state[0]$_DFF_PN0_	state[0]$_DFF_PN0_	0.57
finish	state[0]$_DFF_PN0_	state[0]$_DFF_PN0_	0.51
placed cells by master (no fill, tap or decap), types with 3 or more instances in the layout:
master           instances
a21oi_1                 14
nor2_1                  12
clkdlybuf4s50_1          9
o211ai_1                 3
inv_1                   14
a222oi_1                 4
nand2_1                 13
clkbuf_8                 4
nand2b_1                 3
dfrtp_1                 18
dfstp_2                  4
a22o_1                   3
nand3_1                  6
xnor2_1                  7
buf_4                    3
mux2i_1                  8
nor3_1                   3
o21ai_0                  6
mux2_2                   6
critical path: stages:
cell             delay, ns
clkdlybuf4s50_1       0.53
a222oi_1              0.77
o32ai_1               0.29
or4_1                 0.52
o31ai_1               0.11
a2111oi_2             0.08
a31o_1                0.31
mux2i_1               0.15
or3_1                 0.36
routing by layer:
| metal | part of all wire | global-route usage |
|---|---|---|
| met2 | 0.45 | 0.227 |
| met1 | 0.44 | 0.218 |
| met4 | 0.017 | 0.0314 |
| met3 | 0.087 | 0.0285 |
| met5 | 0 | 0 |
power by group:
group	internal [uW]	switching, uW
Clock	55.7	45.9
Sequential	221	111
Combinational	274	305
Power figures rest on the tool's default switching activity, not on a simulated workload.
