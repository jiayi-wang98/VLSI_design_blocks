===== flow/run.sh =====
#!/bin/bash
# OpenROAD 26Q1-2900-gdf79404cd8, Yosys 0.63+post, stock flow scripts
make -C /OpenROAD-flow-scripts/flow DESIGN_CONFIG=/design/flow/config.mk WORK_HOME=/design/flow/orfs finish

===== flow/config.mk =====
export PLATFORM = sky130hd
export DESIGN_NAME = sync_fifo
export DESIGN_NICKNAME = sync_fifo
export VERILOG_FILES = /design/flow/design.v
export SDC_FILE = /design/flow/constraint.sdc
export NUM_CORES = 4
export LEC_CHECK = 1
export CORE_UTILIZATION = 30

===== flow/constraint.sdc =====
current_design sync_fifo

set clk_period 4.7
set clk_io_pct 0.2

create_clock -name clk0 -period $clk_period [get_ports {clk}]

set non_clock_inputs [all_inputs -no_clocks]
set_input_delay [expr $clk_period * $clk_io_pct] -clock clk0 $non_clock_inputs
set_output_delay [expr $clk_period * $clk_io_pct] -clock clk0 [all_outputs]

===== flow/design.v =====
`timescale 1ns/10ps
module sync_fifo #(parameter DWIDTH=8,
		parameter FIFO_DEPTH=8)
		(input logic clk,rstn,
		input logic push,
		input logic [DWIDTH-1:0] din,
		input logic pop,
		output logic [DWIDTH-1:0] dout,
		output logic fifo_empty,fifo_full,
		output logic overflow,underflow);
	reg [DWIDTH-1:0] mem [0:FIFO_DEPTH-1];
	logic [$clog2(FIFO_DEPTH):0] rd_ptr,wt_ptr;
	logic [DWIDTH-1:0] dout_n;
	assign fifo_full=(rd_ptr[$clog2(FIFO_DEPTH)]!=wt_ptr[$clog2(FIFO_DEPTH)])&&(rd_ptr[$clog2(FIFO_DEPTH)-1:0]==wt_ptr[$clog2(FIFO_DEPTH)-1:0]);
	assign overflow=fifo_full&push;
	assign fifo_empty=(rd_ptr==wt_ptr)?1'b1:1'b0;
	assign underflow=fifo_empty&pop;
	assign dout_n=mem[rd_ptr[$clog2(FIFO_DEPTH)-1:0]];
	always_ff@(posedge clk,negedge rstn)begin
		if(~rstn) begin
			dout<=8'd0;
			wt_ptr<=4'd0;
			rd_ptr<=4'd0;
		end else begin
			if(push & (~fifo_full)) begin
				mem[wt_ptr[$clog2(FIFO_DEPTH)-1:0]]<=din;
				wt_ptr<=wt_ptr+1'd1;
			end
			if(pop & (~fifo_empty)) begin
				dout<=dout_n;
				rd_ptr<=rd_ptr+1'd1;
			end
		end
	end
endmodule
module sync_fifo_tb;
logic clk,rstn,push,pop,fifo_empty,fifo_full,overflow,underflow;
logic [7:0] dout,din;
sync_fifo #(.DWIDTH(8),.FIFO_DEPTH(4)) dut (clk,rstn,push,din,pop,dout,fifo_empty,fifo_full,overflow,underflow);
always #5 clk=~clk;
initial begin
	clk<=1'b0;
	rstn<=1'b0;
	din<=8'd0;
	push<=1'b0;
	pop<=1'b0;
	#10 rstn<=1'b1;
	for (int i=0;i<5;i+=1) begin
		#10 push<=1'b1;
		din<=din+8'd1;
		#10 push<=1'b0;
		#10 push<=1'b1;
		din<=din+8'd1;
	end
	for (int i=0;i<8;i+=1) begin
		#10 pop<=1'b1;
	end	
end
endmodule

==> out/qor.txt <==
Status -> finished clean
# Cells Yosys -> 223
Fmax -> 317.7 MHz
# IOs -> 24
M2 GR Usage -> 0.2032
First-pass GRT wire length -> 11.28 mm
Switching Share -> 0.3410
Logic pwr share -> 0.357
Final TNS setup -> 0 ns
Yosys cell types -> 37
GR peak layer -> met1
Vias per inst -> 4.817
Synthesis area per yosys -> 0.003292 mm²
CTS tree -> built
TritonRoute pass-1 iters -> 4
OpenROAD warnings -> 33
Die ar. -> 0.01140 mm²
Post-CTS setup buffers -> 0
Total GRT Usage -> 0.1411
Top cells, area -> edfxtp_1 (58%), dfrtp_1 (12%), ha_1 (4.6%)
TritonCTS Buffers -> 9
Layout cells sized above 1 -> 0.07937
Adder and majority gate portion of the synthesized area -> 0.04561
WL final -> 7.077 mm
Vias in the first global route -> 1957
Ys flop type -> edfxtp_1
Minimum clock period -> 3.148 ns
CTS Buffer Depth -> 2
Synth Area in Simple Gates -> 0.07488
Leak -> 1.386 nW
Worst Hold Class -> reg2reg
Largest net degree at the start of global routing -> 30
RSZ-0062 raised after global routing -> no
RR Startpoint -> rd_ptr[2]
DRC errors left -> 0
Later-pin clock latency in the skew report -> 0.34 ns
Logic area -> 898.4 µm²
Initial Utilization -> 0.3146
Slew HR -> 0.4987
Max VDD drop -> 283.1 µV
Int Pwr -> 1.533 mW
Layout area overhead -> 17.83%
Crit end category -> output port
Switch Pwr -> 0.7930 mW
Crit Path Class -> reg2out
Yosys top cell area share -> 0.5838
Root buf cell -> clkbuf_8
Area leader, netlist -> edfxtp_1
Post-DP HPWL -> 4.938 mm
Max H-tree Level -> 3
Flop pwr share -> 0.414
Die Ht -> 106.8 µm
Final core occ -> 0.3707
# hold bufs at CTS -> 0
Critical path arrival -> 2.21 ns
Min-delay src -> dout[2]
Flip-flops with a built-in enable -> 64
Std cell rows -> 37
Worst-path maximum fanout -> 5
Fill count -> 1001
CP Launch Type -> flip-flop
Yosys warns -> 2
AND-OR/OR-AND Cells, Area Fraction -> 0.1129
WP data required -> 3.76 ns
Storage cell area -> 0.002322 mm²
Synth Instances -> 223
Final Hold Violation Tally -> 0
Synth Seq Share -> 0.7054
Total gr overflow -> 0
Crit-path slowest cell -> dfrtp_1
Syn avg cell area -> 14.76 µm²
Crit-path max cell delay -> 0.45 ns
Post-synth ARST share -> 0.2000
Chip width -> 106.8 µm
N_diodes -> 0
Clock transition at path regs -> 0.07 ns
Final period util -> 0.6698
Core Area -> 0.01046 mm²
Resized Gates After CTS -> 0
Routed len/inst -> 18.24 µm
Final Hold Slack -> 0.4812 ns
Grt met1 use -> 0.2150
Count of final setup violators -> 0
Routed via count -> 1869
Largest logic family -> AND-OR/OR-AND gates
Initial DRC count -> 134
Worst Tran Pin Value -> 0.7496 ns
Clock Skew -> 0.008213 ns
Setup crit start -> wt_ptr[0]
Ys flops -> 80
Antenna violations before repair -> 0
Clk pwr share -> 0.229
Placer Congestion -> 0.8802
IO buf count -> 23
Mux area share -> 0.009882
PD cells -> 599.7 mW/mm²
Fin. max-slew vios -> 0
Max Cap Viol -> 0
XOR Share, Synth -> 0.02623
CTS Sinks -> 80
Synth Cell Area -> 0.003292 mm²
Met3 Use GR -> 0.05456
Routed Antenna Nets -> 0
Critical path, cell by cell -> xor2_1, or2_1, nor3_1, and2_1, clkdlybuf4s50_1
## critical path: cells and delay by family (launching register included)
family,cells,cell delay [ns]
xor+xnor,1,0.26
flops,1,0.45
buf+inv,1,0.45
simple gates,3,0.70
## cells in the mapped netlist (all sizes together), types with 3 or more instances
library cell,number
edfxtp,64
dfrtp,16
nand2,15
ha,12
nand3,12
a22oi,11
o21ai,9
inv,8
buf,7
a21oi,6
and3,6
o22ai,6
xor2,6
a221oi,5
clkbuf,5
and2,4
nor2,4
a22o,3
nor3,3
xnor2,3
## power by group through the flow
stage                 registers [mW]  clock network, mW  logic [mW]
final                          0.963              0.532       0.830
after CTS                      0.966              0.548       0.837
after global routing           0.981              0.574       0.933
## layout by cell type (no fill, tap or decap), drive strengths merged, types with 3 or more instances in the layout
cell type      synthesis  final
edfxtp                64     64
clkdlybuf4s50          0     23
dfrtp                 16     16
nand2                 15     15
nand3                 12     12
ha                    12     12
a22oi                 11     11
clkbuf                 5     11
o21ai                  9      9
inv                    8      8
and3                   6      6
a21oi                  6      6
o22ai                  6      6
xor2                   6      6
a221oi                 5      5
nor2                   4      4
and2                   4      4
xnor2                  3      3
nor3                   3      3
a22o                   3      3
## layer usage
layer	routed length [µm]	up-vias
li1	-	894
met1	3076	885
met2	3235	82
met3	653	8
met4	112	0
met5	0	-
## state kept, by name, summed over array words and instances (netlist names)
name,count
dout,8
wt_ptr,4
mem,64
rd_ptr,4
## final cells by class
cell class / count / area share
Inverter: 8 / 0.007742
Clock buffer: 11 / 0.03387
Clock inverter: 5 / 0.02097
Timing Repair Buffer: 25 / 0.06323
Tap cell: 136 / 0.04387
Multi-Input combinational cell: 123 / 0.2316
Sequential cell: 80 / 0.5987
## logic make-up (layout without fill, tap and decap cells)
family,after synthesis,after routing
muxes,3,3
buffers and inverters,20,49
xor gates and xnor gates,9,9
AOI/OAI and AO/OA,49,49
DFF,80,80
and+or+nand+nor,50,50
adders and majority gates,12,12
## metrics by stage
stage | worst slack, ns | power [mW] | instances | cell area (µm²)
3_5_place_dp | 1.399 | 1.810 | 372 | 3666
3_3_place_gp | 1.400 | 1.810 | 372 | 3666
4_1_cts | 1.504 | 2.351 | 388 | 3879
2_1_floorplan | 2.609 | 1.493 | 223 | 3292
5_1_grt | 1.429 | 2.488 | 388 | 3879
6_report | 1.552 | 2.326 | 388 | 3879
## final timing paths
kind	end	slack, ns	cells after the start
setup / recovery	overflow	1.55	5
hold / removal	dout[2]	0.48	2
setup reg to reg	mem[1][6]	2.32	5
hold reg to reg	dout[2]	0.48	2
max in group asynchronous	dout[3]	3.19	1
min in group asynchronous	wt_ptr[1]	1.04	1
Power is estimated from default activity; no workload was simulated.
