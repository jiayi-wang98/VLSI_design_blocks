--- design.v ---
module async_fifo #(parameter DWIDTH=8,
		parameter FIFO_DEPTH=8)  
		(input logic wclk,rclk,rstn,
		input logic push,
		input logic [DWIDTH-1:0] din,
		input logic pop,
		output logic [DWIDTH-1:0] dout,
		output logic fifo_empty,fifo_full,
		output logic overflow,underflow);
	reg [DWIDTH-1:0] mem [0:FIFO_DEPTH-1];
	logic [$clog2(FIFO_DEPTH):0] rd_ptr,rd_ptr_w,rd_ptr_gray_n,rd_ptr_gray,rd_ptr_gray_t,rd_ptr_gray_tt;
	logic [$clog2(FIFO_DEPTH):0] wt_ptr,wt_ptr_r,wt_ptr_gray_n,wt_ptr_gray,wt_ptr_gray_t,wt_ptr_gray_tt;
	logic [DWIDTH-1:0] dout_n;
	assign fifo_full=(rd_ptr_w[$clog2(FIFO_DEPTH)]!=wt_ptr[$clog2(FIFO_DEPTH)])&&(rd_ptr_w[$clog2(FIFO_DEPTH)-1:0]==wt_ptr[$clog2(FIFO_DEPTH)-1:0]);
	assign overflow=fifo_full&push;
	assign fifo_empty=(rd_ptr==wt_ptr_r)?1'b1:1'b0;
	assign underflow=fifo_empty&pop;
	bin2gray #(.WIDTH($clog2(FIFO_DEPTH)+1)) rp_gray(wt_ptr,wt_ptr_gray_n);
	always_ff@(posedge wclk,negedge rstn)begin
		if(~rstn) begin
			wt_ptr<='d0;
		end else if(push & (~fifo_full)) begin
			mem[wt_ptr[$clog2(FIFO_DEPTH)-1:0]]<=din;
			wt_ptr<=wt_ptr+1'd1;
		end
	end
	always_ff@(posedge wclk,negedge rstn)begin
		if(~rstn) begin
			rd_ptr_gray_t<='d0;
			rd_ptr_gray_tt<='d0;
		end else begin
			rd_ptr_gray_t<=rd_ptr_gray;
			rd_ptr_gray_tt<=rd_ptr_gray_t;
		end
	end
	gray2bin #(.WIDTH($clog2(FIFO_DEPTH)+1)) gray2bin_rd(rd_ptr_gray_tt,rd_ptr_w);
	always_ff@(posedge wclk,negedge rstn)begin
		if(~rstn) begin
			wt_ptr_gray<='d0;
		end else begin
			wt_ptr_gray<=wt_ptr_gray_n;
		end
	end
	assign dout=mem[rd_ptr[$clog2(FIFO_DEPTH)-1:0]];
	bin2gray #(.WIDTH($clog2(FIFO_DEPTH)+1)) wp_gray(rd_ptr,rd_ptr_gray_n);
	always_ff@(posedge rclk,negedge rstn)begin
		if(~rstn) begin
			rd_ptr<='d0;
		end else if(pop & (~fifo_empty)) begin
			rd_ptr<=rd_ptr+1'd1;
		end
	end
	always_ff@(posedge rclk,negedge rstn)begin
		if(~rstn) begin
			wt_ptr_gray_t<='d0;
			wt_ptr_gray_tt<='d0;
		end else begin
			wt_ptr_gray_t<=wt_ptr_gray;
			wt_ptr_gray_tt<=wt_ptr_gray_t;
		end
	end
	gray2bin #(.WIDTH($clog2(FIFO_DEPTH)+1)) gray2bin_wt(wt_ptr_gray_tt,wt_ptr_r);
	always_ff@(posedge rclk,negedge rstn)begin
		if(~rstn) begin
			rd_ptr_gray<='d0;
		end else begin
			rd_ptr_gray<=rd_ptr_gray_n;
		end
	end
endmodule
module bin2gray #(parameter WIDTH=8)
		(input logic [WIDTH-1:0] bin,
		output logic [WIDTH-1:0] gray);
	assign gray=bin^{1'b0,bin[WIDTH-1:1]};
endmodule
module gray2bin #(parameter WIDTH=8)
		(input logic [WIDTH-1:0] gray,
		output logic [WIDTH-1:0] bin);
	assign bin[WIDTH-1]=gray[WIDTH-1];
	always_comb begin
		for(int i=1;i<WIDTH;i+=1) begin
			bin[WIDTH-1-i]=gray[WIDTH-1-i]^bin[WIDTH-i];
		end
	end
endmodule
module async_fifo_tb();
reg wclk,rclk;
reg[7:0] din;
wire[7:0] dout;
wire fifo_empty,fifo_full,overflow,underflow;
reg rstn;
reg push,pop;
async_fifo #(.DWIDTH(8),.FIFO_DEPTH(8))
	dut(wclk,rclk,rstn,push,din, pop,dout,fifo_empty,fifo_full,overflow,underflow);
initial begin
	#0 din<=8'h0;
	#50 din<=8'b00000001;
	#80 din<=8'h2;
	#70 din<=8'h3;
	#79 din<=8'h4;
	#80 din<=8'h5;
	#40 din<=8'h6;
	#60 din<=8'h7;
	#50 din<=8'h8;
	#50 din<=8'h9;
	#20 din<=8'h10;
	#70 din<=8'h11;
	#80 din<=8'h12;
	#19 din<=8'h13;
	#10 din<=8'h14;
	#80 din<=8'h15;
	end
initial begin
	wclk<=1'b0;
	push<=1'b0;
	rclk<=1'b0;
	pop<=1'b0;
end
always #50 wclk<=~wclk; 
always #10 rclk<=~rclk;
initial rstn<=1'b0;
initial #50 rstn<=1'b1;
initial #50 push<=1'b1;
initial #50 pop<=1'b1;
initial
$monitor( "$time data_out,empty ,full= %d %d %d",dout,fifo_empty,fifo_full);
endmodule
--- config.mk ---
export PLATFORM = sky130hd
export DESIGN_NAME = async_fifo
export DESIGN_NICKNAME = async_fifo
export VERILOG_FILES = /design/flow/design.v
export SDC_FILE = /design/flow/constraint.sdc
export NUM_CORES = 4
export LEC_CHECK = 1
export CORE_UTILIZATION = 30
--- constraint.sdc ---
current_design async_fifo

set clk_period 2.3
set clk_io_pct 0.2

create_clock -name clk0 -period $clk_period [get_ports {rclk}]
create_clock -name clk1 -period $clk_period [get_ports {wclk}]

set non_clock_inputs [all_inputs -no_clocks]
set_input_delay [expr $clk_period * $clk_io_pct] -clock clk0 $non_clock_inputs
set_output_delay [expr $clk_period * $clk_io_pct] -clock clk0 [all_outputs]
--- run.sh ---
#!/bin/bash
# OpenROAD 26Q1-2900-gdf79404cd8, Yosys 0.63+post, stock flow scripts
make -C /OpenROAD-flow-scripts/flow DESIGN_CONFIG=/design/flow/config.mk WORK_HOME=/design/flow/orfs finish
==> results.txt <==
largest voltage drop on the vdd net -> 472 uV
Remaining DRCs -> 0
number of synthesis warnings -> 3
die height -> 114 um
clock network fraction of design power -> 0.231
FF-to-FF setup slack -> 0.04 ns
post-synth cell types -> 31
fillers -> 1,095
clock-pin transition on the worst setup and hold timing paths -> 0.06 ns
element type at the critical path start -> flop
post-synth design cell area -> 3760 sq um
met1 Usage GRT -> 0.191
Chip Area -> 13,000 sq um
sum of negative setup slack -> -1.86 ns
most used routing layer -> met2
Finished Core Util -> 0.427
gate count of the mapped netlist -> 231
Setup Slack @ Placement -> -0.381 ns
final setup margin -> -0.258 ns
routed len/inst -> 16.1 um
leak pwr -> 1.97 nW
Critical path buffers and inverters -> 4
relative slew slack -> 0.732
GR Util met3 -> 0.0639
Critical Path Max Stage Delay -> 0.52 ns
final instance area -> 5180 sq um
max reg flops -> 64
cell total after placement -> 439
top fanout value on the critical path -> 5
class of the worst hold path -> flop to flop
sort of element at the end of the critical path -> primary output
Total GRT Usage -> 0.135
worst-path cell chain -> inv_2 > buf_6 > ha_4 > or4_4 > buf_12 > mux2_4 > buf_2
vias in the first global route -> 2,388
measured slew at the worst slew-check pin -> 0.401 ns
row cnt -> 40
Cell Area, Placed -> 4360 sq um
drt first-iter violations -> 134
final-report setup violation count -> 10
launch point of the worst reg-to-reg path -> rd_ptr[1]$_DFFE_PN0P_
antenna fix cells -> 0
number of warnings the tools reported -> 38
clock skew after layout -> 0.00511 ns
type of the setup path with the least slack -> flop to primary output
syn avg cell area -> 16.3 sq um
cell internal pwr -> 5.23 mW
via total after detailed routing -> 2,168
ys flops -> 96
DIE WIDTH -> 114 um
violations in the final reports -> negative setup slack
tally of nets with antenna violations remaining after routing -> 0
share of power burned in combinational logic -> 0.436
result of the run -> finished with violations
Remaining Overflow, GRT -> 0
register area share after synthesis -> 0.724
power per cell area -> 1450 nW/um^2
pin count of the biggest net entering global routing -> 33
TritonCTS clock tree -> built
unrepaired setup endpoints after global routing -> true
Core Density at Floorplan -> 0.311
cells in synth_stat.txt -> 231
cell type group with the largest total delay on the critical path -> simple AND/OR/NAND/NOR gates
Worst Path Arrival -> 2.10 ns
worst hold slack -> 0.254 ns
reported net switching power -> 2.30 mW
slowest cell on the critical path -> sky130_fd_sc_hd__or4_4
top-level port count -> 25
Design Power -> 7.53 mW
layout cell share with drive strength beyond 1 -> 0.412
total wire length after detailed routing -> 7770 um
first drt pass iteration count -> 4
post-synth area from yosys stat -> 3760 sq um
max-capacitance violation count -> 0
required arrival time at the worst endpoint -> 1.84 ns
first-pass GRT wire length -> 12,600 um
placeable core region -> 12,100 sq um
share of power burned in registers -> 0.334
count of buffers inserted at the top-level ports -> 23
max-slew violation total from the final report -> 0
non-filler cells, final -> 481
antenna violations before repair -> 0
number of sinks driven by the clock tree -> 96
origin of the worst setup path -> rd_ptr[1]$_DFFE_PN0P_
signed area change from the synthesized netlist to the final layout -> 37.6%
switching share of power -> 0.305
HPWL after DPL -> 4670 um
Hold Violations, Final -> 0
via density per instance -> 4.51
met2 usage in global routing -> 0.202
total area of sequential cells -> 2730 sq um
hold path start -> rd_ptr_gray[1]$_DFF_PN0_
footprint of the multi-input gates -> 1220 sq um
weighted congestion reported at the end of routability-driven placement -> 0.766
==> power by group through the flow <==
stage     registers [mW]  clock network [mW]  logic [mW]
4_1_cts             2.49                1.79        3.15
6_report            2.51                1.74        3.28
5_1_grt             2.56                1.86        3.59
==> cell usage in the layout (no fill, tap or decap), types with 7 or more instances in the layout <==
cell type / n
sky130_fd_sc_hd__buf_6: 9
sky130_fd_sc_hd__dfrtp_1: 26
sky130_fd_sc_hd__clkbuf_16: 12
sky130_fd_sc_hd__buf_4: 37
sky130_fd_sc_hd__buf_2: 7
sky130_fd_sc_hd__nand2_1: 9
sky130_fd_sc_hd__clkdlybuf4s50_1: 14
sky130_fd_sc_hd__ha_1: 9
sky130_fd_sc_hd__a222oi_1: 7
sky130_fd_sc_hd__inv_1: 7
sky130_fd_sc_hd__mux2_2: 8
sky130_fd_sc_hd__edfxtp_1: 64
sky130_fd_sc_hd__and2_1: 7
sky130_fd_sc_hd__xnor2_1: 7
==> metal layers <==
layer / up-vias / share of wire
met3: 9 / 0.083
met4: 0 / 0.018
li1: 1013 / -
met2: 66 / 0.48
met5: - / 0
met1: 1080 / 0.42
==> what timing repair did <==
action / 4_1_cts / 5_1_grt
cloned: 1 / 0
endpoints found under the setup margin: 12 / 76
buffers inserted: 22 / 0
resized: 73 / 25
hold buffers: 0 / 0
pin swaps: 16 / 15
==> cell usage after synthesis <==
cell / number / area (sq um)
sky130_fd_sc_hd__and3_1: 3 / 18.8
sky130_fd_sc_hd__mux2i_1: 3 / 30.0
sky130_fd_sc_hd__a41oi_1: 3 / 26.3
sky130_fd_sc_hd__nand2_1: 10 / 37.5
sky130_fd_sc_hd__buf_4: 1 / 7.51
sky130_fd_sc_hd__nor3_1: 2 / 10.0
sky130_fd_sc_hd__inv_1: 9 / 33.8
sky130_fd_sc_hd__mux2_2: 11 / 124
sky130_fd_sc_hd__a221oi_1: 9 / 78.8
sky130_fd_sc_hd__o31ai_4: 1 / 21.3
sky130_fd_sc_hd__or4_1: 1 / 7.51
sky130_fd_sc_hd__o21ai_0: 4 / 20.0
sky130_fd_sc_hd__buf_1: 2 / 7.51
sky130_fd_sc_hd__nand4_1: 1 / 6.26
sky130_fd_sc_hd__or2_2: 1 / 6.26
sky130_fd_sc_hd__ha_1: 16 / 200
sky130_fd_sc_hd__clkbuf_1: 4 / 15.0
sky130_fd_sc_hd__xnor2_1: 13 / 114
sky130_fd_sc_hd__nor2_1: 8 / 30.0
sky130_fd_sc_hd__a21oi_1: 2 / 10.0
sky130_fd_sc_hd__a32o_1: 1 / 10.0
sky130_fd_sc_hd__buf_2: 2 / 10.0
sky130_fd_sc_hd__a222oi_1: 7 / 70.1
sky130_fd_sc_hd__nand3_1: 1 / 5.00
sky130_fd_sc_hd__xor2_1: 5 / 43.8
sky130_fd_sc_hd__dfrtp_1: 32 / 801
sky130_fd_sc_hd__edfxtp_1: 64 / 1920
sky130_fd_sc_hd__and2_1: 9 / 56.3
sky130_fd_sc_hd__a31oi_1: 2 / 12.5
sky130_fd_sc_hd__nor2b_1: 3 / 18.8
sky130_fd_sc_hd__a22oi_1: 1 / 7.51
==> cell type report <==
class / instances / area share
clock buffers: 15 / 0.0621
well taps: 168 / 0.0406
inverters: 9 / 0.00653
flip-flops and latches: 96 / 0.527
repair buffers: 71 / 0.117
clock inverters: 5 / 0.0109
multi-input cells: 117 / 0.235
==> cell families (layout without fill, tap and decap cells) <==
logic type,Yosys count,after routing,synth area share
adders and majority gates,16,16,0.0532
buffers and inverters,18,100,0.0196
DFF,96,96,0.724
AOI/OAI and AO/OA,30,30,0.0682
muxes,14,14,0.0409
xor gates and xnor gates,18,18,0.0419
and+or+nand+nor,39,39,0.0522
==> final timing paths <==
path | cells past startpoint | to
worst max-delay path | 7 | dout[1]
worst min-delay path | 0 | rd_ptr_gray_t[1]$_DFF_PN0_
worst max register to register | 12 | rd_ptr[1]$_DFFE_PN0P_
worst min register to register | 0 | rd_ptr_gray_t[1]$_DFF_PN0_
max in group clk1 | 8 | mem[2][1]$_DFFE_PP_
max in group asynchronous | 2 | rd_ptr[0]$_DFFE_PN0P_
min in group clk0 | 0 | wt_ptr_gray_tt[3]$_DFF_PN0_
min in group asynchronous | 2 | wt_ptr[3]$_DFFE_PN0P_
No activity file was given, so power comes from the tool's default toggle rates.
